<file path="design/flow/design.v">
module simulate(
	input [7:0] SW,
	input [2:0] KEY,
	output [7:0] LEDR,
	output [6:0] HEX0,
	output [6:0] HEX1,
	output [6:0] HEX2,
	output [6:0] HEX3,
	output [6:0] HEX4,
	output [6:0] HEX5);
	wire [7:0] alu_out;
	alu a1(
		.A(SW[7:4]),
		.B(SW[3:0]),
		.K(KEY),
		.out(alu_out)
		);
	assign LEDR[7:0] = alu_out;
	seven_seg_decoder s1(
		.HEX(HEX0),
		.S(SW[3:0])
		);
	seven_seg_decoder s2(
		.HEX(HEX2),
		.S(SW[7:4])
		);
	seven_seg_decoder s3(
		.HEX(HEX1),
		.S(4'b0000)
		);
	seven_seg_decoder s4(
		.HEX(HEX3),
		.S(4'b0000)
		);
	seven_seg_decoder s5(
		.HEX(HEX4),
		.S(alu_out[3:0])
		);
	seven_seg_decoder s6(
		.HEX(HEX5),
		.S(alu_out[7:4])
		);
endmodule
module alu(
	input [3:0] A,
	input [3:0] B,
	input [2:0] K,
	output reg [7:0] out
	);
	wire [3:0] a_plus_1_sum;
	wire a_plus_1_cout;
	ripplecarryadder r1(
		.X(A),
		.Y(4'b001),
		.cin(1'b0),
		.S(a_plus_1_sum),
		.cout(a_plus_1_cout)
		);
	wire [3:0] a_plus_b_sum;
	wire a_plus_b_cout;
	ripplecarryadder r2(
		.X(A),
		.Y(B),
		.cin(1'b0),
		.S(a_plus_b_sum),
		.cout(a_plus_b_cout)
		);
	always @(*)
	begin
		case (K)
			3'b111: out = {3'b000, a_plus_1_cout, a_plus_1_sum};
			3'b110: out = {3'b000, a_plus_b_cout, a_plus_b_sum};
			3'b101: out = A + B;
			3'b100: out = {A | B, A ^ B};
			3'b011: out = {7'b0000000, A || B};
			3'b010: out = {A, B};
			default: out = 0;
		endcase
	end
endmodule
module fulladder(
	input A,
	input B,
	input Cin,
	output Sum,
	output Cout);
	assign Sum = A^B^Cin;
	assign Cout = (A&B) | (Cin&(A^B));
endmodule
module ripplecarryadder(
	input [3:0] X,
	input [3:0] Y,
	input cin,
	output [3:0] S,
	output cout);
	wire c1,c2,c3;
	fulladder a1(
		.A(X[0]),
		.B(Y[0]),
		.Cin(cin),
		.Cout(c1),
		.Sum(S[0])
	);
	fulladder a2(
		.A(X[1]),
		.B(Y[1]),
		.Cin(c1),
		.Cout(c2),
		.Sum(S[1])
	);
	fulladder a3(
		.A(X[2]),
		.B(Y[2]),
		.Cin(c2),
		.Cout(c3),
		.Sum(S[2])
	);
	fulladder a4(
		.A(X[3]),
		.B(Y[3]),
		.Cin(c3),
		.Cout(cout),
		.Sum(S[3])
	);
endmodule
module seven_seg_decoder(HEX, S);
	input [3:0] S;
	output [6:0] HEX;
	assign HEX[0] = (~S[3] & ~S[2] & ~S[1] & S[0]) | (~S[3] & S[2] & ~S[1] & ~S[0]) | (S[3] & S[2] & ~S[1] & S[0]) | (S[3] & ~S[2] & S[1] & S[0]);
	assign HEX[1] = (S[2] & S[1] & ~S[0]) | (S[3] & S[1] & S[0]) | (~S[3] & S[2] & ~S[1] & S[0]) | (S[3] & S[2] & ~S[1] & ~S[0]);
	assign HEX[2] = (~S[3] & ~S[2] & S[1] & ~S[0]) | (S[3] & S[2] & S[1]) | (S[3] & S[2] & ~S[0]);
	assign HEX[3] = (~S[3] & ~S[2] & ~S[1] & S[0]) | (~S[3] & S[2] & ~S[1] & ~S[0]) | (S[3] & ~S[2] & S[1] & ~S[0]) | (S[2] & S[1] & S[0]);
	assign HEX[4] = (~S[3] & S[0]) | (~S[3] & S[2] & ~S[1]) | (~S[2] & ~S[1] & S[0]);
	assign HEX[5] = (~S[3] & ~S[2] & S[0]) | (~S[3] & ~ S[2] & S[1]) | (~S[3] & S[1] & S[0]) | (S[3] & S[2] & ~S[1] & S[0]);
	assign HEX[6] = (~S[3] & ~S[2] & ~S[1]) | (S[3] & S[2] & ~S[1] & ~S[0]) | (~S[3] & S[2] & S[1] & S[0]);
endmodule
</file>
<file path="design/flow/run.sh">
#!/bin/bash
# OpenROAD 26Q1-2900-gdf79404cd8, Yosys 0.63+post, stock flow scripts
make -C /OpenROAD-flow-scripts/flow DESIGN_CONFIG=/design/flow/config.mk WORK_HOME=/design/flow/orfs finish
</file>
<file path="design/flow/config.mk">
export PLATFORM = sky130hd
export DESIGN_NAME = simulate
export DESIGN_NICKNAME = simulate
export VERILOG_FILES = /design/flow/design.v
export SDC_FILE = /design/flow/constraint.sdc
export NUM_CORES = 4
export LEC_CHECK = 1
export CORE_AREA = 10 10 103 103
export DIE_AREA = 0 0 113 113
</file>
<file path="design/flow/constraint.sdc">
current_design simulate

set clk_period 3.8
set clk_io_pct 0.2

create_clock -name clk0 -period $clk_period

set non_clock_inputs [all_inputs -no_clocks]
set_input_delay [expr $clk_period * $clk_io_pct] -clock clk0 $non_clock_inputs
set_output_delay [expr $clk_period * $clk_io_pct] -clock clk0 [all_outputs]
</file>
==> flow_summary.ini <==
; implementation run metrics
[run_status]
status = finished, violations left
violations = negative setup slack

[global_route]
grt_pass1_vias = 1713
grt_pass1_wl_mm = 8.38
antenna_found_initial = 0
grt_max_degree = 18
track_usage_pct = 7.45
grt.overflow.total = 0

[power]
p_per_area_mw_per_mm2 = 146
irDropWorstVdd_mv = 0.0565
leakage_nw = 1.08

[critical_path]
crit_path_start = SW[4]
start_kind = input pin
cp.required_ps = 3040
cp_max_fo = 7
crit_path_end_kind = output port
setup.worst_path.class = in2out
critPathArrivalTime_ps = 3170

[finish]
ff_count = 0
regArea_um2 = 0
final_core_util_pct = 28.2
area_growth_pct = 65.8
drive_gt1_share_pct = 33.6
clock_buffers = 0

[route]
vias_per_cell = 4.39
drt_iter0_drc = 146
antenna_cells = 0
dr.pass1.iters = 4
ant_nets = 0
wl_per_cell_um = 12.5
vias = 1771
drcViolationCount = 0
wl_mm = 5.04

[synthesis]
most_common_cell = nand2_1
synth.avg_cell_area_um2 = 6.42
top_cell_area_share_pct = 10.6
yosysTopAreaCell = ha_1
ys_seq_share_pct = 0
syn-instance-count = 220
synthesis.area_mm2 = 0.00141
ys_warn_count = 1
ys_cells = 220
yosys-top-cells-area = ha_1 11%, buf_4 8.0%, nand2_1 7.4%, a21oi_1 5.3%, nand3_1 5.3%
yosysChipArea_mm2 = 0.00141
synth.distinct_cells = 52
top_cells_by_count = 28 x nand2_1, 19 x nor2_1, 15 x a21oi_1, 15 x buf_4, 15 x nand3_1

[worst_hold_path]
worstHoldStart = SW[0]
hold_class = in2out

[flow_run]
warning_count = 39
drv_cap = 0

[die]
die_w_um = 113
die_y_um = 113
core_mm2 = 0.00830
io_pins = 61
dieArea_mm2 = 0.0128
initial_core_util_pct = 17.0
num_rows = 33

[timing]
setup_slack_ps = -132
maxSlewViolCount = 0
setup_viol = 5
fmax_mhz = 254
rsz0062_at_grt = true
fin_tns_setup_ps = -332
hold_viol_final = 0
fin_crit_sh_pct = 103
period_needed_ps = 3930

[placed_design]
portBuffers = 47
place_congestion = 0.873
dpl.hpwl_mm = 3.90
[timing repair]
item / in CTS / in global routing
cloned: 1 / 0
setup buffers: 5 / 5
pin swaps: 15 / 11
hold buffers: 0 / 0
endpoints found under the setup margin: 18 / 15
gates resized: 76 / 25
[path summary, 6_finish.rpt]
| path | end | cells past startpoint |
|---|---|---|
| max | HEX5[5] | 13 |
| min | HEX0[1] | 4 |
[kinds of logic (layout without fill, tap and decap cells)]
logic type | Yosys count | after routing | synth area share (%)
AND/OR/NAND/NOR | 85 | 85 | 29.1
adder cells (fa/ha/maj) | 17 | 17 | 16.3
buffers and inverters | 47 | 113 | 19.0
AND-OR/OR-AND | 63 | 63 | 31.3
multiplexers | 1 | 1 | 0.709
XOR/XNOR | 5 | 5 | 3.10
other | 2 | 14 | 0.532
[critical path: stages]
cell,delay (ps)
buf_8,80
ha_4,130
fa_2,210
inv_2,40
fa_2,330
fa_2,340
nor2_2,120
a21oi_2,50
o221a_4,270
nor2_4,180
o21ai_1,100
nand3_1,90
clkdlybuf4s50_1,460
[placed cells by master, fill, tap and decap left out, types with 6 or more instances in the layout]
| cell | Yosys | final |
|---|---|---|
| nand3_1 | 15 | 12 |
| clkdlybuf4s50_1 | 0 | 27 |
| ha_1 | 12 | 11 |
| o21ai_0 | 12 | 9 |
| conb_1 | 2 | 14 |
| buf_6 | 4 | 7 |
| nand2_1 | 28 | 26 |
| a21oi_1 | 15 | 13 |
| inv_1 | 13 | 8 |
| nand2b_1 | 6 | 6 |
| buf_2 | 4 | 10 |
| buf_4 | 15 | 43 |
| inv_2 | 2 | 7 |
| nor2_1 | 19 | 16 |
[power by group]
group | switching, mW | internal, mW | total (mW)
combinational | 0.153 | 0.188 | 0.341
sequential | 0 | 0 | 0
clock | 0 | 0 | 0
[per-layer routing]
| metal | wire [um] | track usage [%] | vias up |
|---|---|---|---|
| met5 | 0 | 0 | - |
| li1 | - | - | 905 |
| met1 | 2480 | 10.4 | 821 |
| met4 | 0 | 0.169 | 0 |
| met2 | 2330 | 12.5 | 45 |
| met3 | 232 | 1.01 | 0 |
[metrics by stage]
stage               cells  area [um2]  setup WS (ps)  power (mW)  hold slack (ps)
global route          403        2340           -247       0.380             2360
global placement      393        2150           -928       0.311             2690
detailed placement    393        2150           -975       0.312             2680
floorplan             232        1460           15.8       0.152             1660
CTS                   399        2250           -153       0.325             2320
finish                403        2340           -132       0.341             2310
[layout make-up]
class	instances	area (um2)
Fill cell	868	5960
Inverter	16	60.1
Timing Repair Buffer	97	836
Multi-Input combinational cell	185	1310
Tap cell	105	131
No activity file was given, so power comes from the tool's default toggle rates.
