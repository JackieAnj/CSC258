==> flow/design.v <==
module morse(
    input [9:0] SW,
    input [3:0] KEY,
    input CLOCK_50,
    output [9:0] LEDR);
    wire [13:0] morse_code;
    wire [24:0] slowcount_out;
    wire [13:0] shift_register;
    morse_lookup m1(
        .control(SW[2:0]),
        .out(morse_code)
    );
    slowcount sc1(
        .clk(CLOCK_50),
        .reset_n(KEY[0]),
        .slow_counter(slowcount_out)
    );
    shiftregister s1(
        .load_val(morse_code),
        .load_n(KEY[1]),
        .shift_left(1'b1),
        .clk(SW[9] ? CLOCK_50 : ((slowcount_out == 25'd0) ? 1'b1 : 1'b0)),
        .reset_n(KEY[0]),
        .out(shift_register)
    );
    assign LEDR[0] = shift_register[13];
endmodule
module shiftregister(
    input [13:0] load_val,
    input load_n,
    input shift_left,
    input clk,
    input reset_n,
    output reg [13:0] out);
    initial out = 14'b0;
    always @(posedge clk, negedge reset_n)
    begin
        if (reset_n == 1'b0)
            out <= 14'b0;
        else if (load_n == 1'b1)
            out <= load_val;
        else if (shift_left == 1'b1)
            out <= out << 1'b1;
    end
endmodule
module morse_lookup(
    input [2:0] control,
    output reg [13:0] out);
    always @(*)
    begin
        case (control)
            3'b000: out = 14'b10101000000000;
            3'b001: out = 14'b11100000000000;
            3'b010: out = 14'b10101110000000;
            3'b011: out = 14'b10101011100000;
            3'b100: out = 14'b10111011100000;
            3'b101: out = 14'b11101010111000;
            3'b110: out = 14'b11101011101110;
            3'b111: out = 14'b11101110101000;
            default: out = 14'b0;
        endcase
    end
endmodule
module slowcount(
    input clk,
    input reset_n,
    output reg [24:0] slow_counter);
    initial slow_counter = 25'd0;
    always @(posedge clk, negedge reset_n)
    begin
        if (reset_n == 1'b0)
            slow_counter <= 25'd25000000;
        else if (slow_counter == 25'd0)
            slow_counter <= 25'd25000000;
        else
            slow_counter <= slow_counter - 1;
    end
endmodule
==> flow/run.sh <==
#!/bin/bash
# OpenROAD 26Q1-2900-gdf79404cd8, Yosys 0.63+post, stock flow scripts
make -C /OpenROAD-flow-scripts/flow DESIGN_CONFIG=/design/flow/config.mk WORK_HOME=/design/flow/orfs finish
==> flow/config.mk <==
export PLATFORM = sky130hd
export DESIGN_NAME = morse
export DESIGN_NICKNAME = morse
export VERILOG_FILES = /design/flow/design.v
export SDC_FILE = /design/flow/constraint.sdc
export NUM_CORES = 4
export LEC_CHECK = 1
export CORE_UTILIZATION = 40
==> flow/constraint.sdc <==
current_design morse

set clk_period 7.3
set clk_io_pct 0.2

create_clock -name clk0 -period $clk_period [get_ports {CLOCK_50}]

set non_clock_inputs [all_inputs -no_clocks]
set_input_delay [expr $clk_period * $clk_io_pct] -clock clk0 $non_clock_inputs
set_output_delay [expr $clk_period * $clk_io_pct] -clock clk0 [all_outputs]
==> run_results.csv <==
group,metric,value,unit
outcome,status,"completed",
route,drt_first_pass_iters,4,
floorplan,initCoreUtil,42.01,%
floorplan,die_x,69.86,um
cts,ctsHoldBuffers,0,
critical_path,cpMaxStageDelayCell,"clkdlybuf4s50_1",
sta,setup_tns,0,ns
place,port_buffers,7,
sta,max_slew_margin,42.00,%
worst_hold_path,hold_start,"s1.out[12]$_DFF_PN0_",
sta,period_used_share,38.60,%
route,wl_per_cell,12.48,um
cts,cts_resized,0,
critical_path,crit_path_start_kind,"flop",
power,pwr-share-comb,4.8,%
layout,drive_gt1_share,18.85,%
critical_path,worstPathArrival,1.36,ns
floorplan,die_area,0.004880,mm2
synth,syn_avg_cell_area,10.46,um2
synth,ys_area,0.001842,mm2
synth,yosys_cells,176,
place,gp_congestion,0.7762,
route,num_vias,1282,
route,drt_iter0_drc,60,
power,power_density,186.0,mW/mm2
synth,edf_count,0,
route,drcViolationCount,0,
critical_path,crit_required,5.84,ns
synth,syn_area,0.001842,mm2
synth,ys_ff,38,
route,via_per_inst,5.276,
grt,grt_antenna_before_repair,0,
grt,grt_usage,13.78,%
grt,grt_overflow,0,
critical_path,path_delay_family,"buffers and inverters",
worst_hold_path,min_path_cells,1,
power,p_total,387.0,uW
critical_path,crit_chain,"clkdlybuf4s50_1",
sta,grt_setup_unrepaired,"false",
layout,finish.instance_area,0.002081,mm2
power,power_frac_clock,47.8,%
critical_path,path_class,"reg -> out",
route,wl,3.033,mm
route,highest_layer,"met4",
critical_path,endpoint_kind,"output port",
synth,synth_cell_types,37,
power,intPower,308.5,uW
synth,synth_top_flop_cell,"dfrtp_1",
cts,cts.clk_slew.worst_paths,0.05,ns
cts,cts_tree,"built",
worst_hold_path,worstHoldPathType,"reg -> reg",
worst_hold_path,min_delay_worst_endpoint,"s1.out[13]$_DFF_PN0_",
synth,synthArstFlopShare,100.0,%
power,power.leakage,0.0008327,uW
sta,hold_viol_final,0,
place,dpl_cell_area,0.001921,mm2
critical_path,reg2regPathDepth,4,
route,drtAntennaViolNets,0,
sta,clock_skew,0.002578,ns
floorplan,die_y,69.86,um
critical_path,regToRegSetupSlack,4.96,ns
critical_path,cpPeakStageDelay,0.45,ns
critical_path,rr_startpoint,"sc1.slow_counter[3]$_DFF_PN0_",
route,met1Wirelength,1.455,mm
power,net-switching-power,78.55,uW
cts,clock_latency,0.58,ns
layout,nFillCells,401,
critical_path,crit_fanout,1,
floorplan,core_area,0.004384,mm2
power,swShare,20.30,%
job,warnings,33,
sta,final-setup-viol-count,0,
route,routed-wl-met2,1.410,mm
synth,synthCells,176,
sta,fmax,0.3549,GHz
floorplan,rows,24,
grt,grt_pass1_wl,5.416,mm
floorplan,ioPinCount,25,
grt,grt_pass1_vias,1240,
critical_path,cp_num_buf_inv,1,
cts,postCtsSetupRepairBufs,0,
route,wl_met3,123,um
sta,slew_viol_final,0,
sta,tightestPinTransition,0.8636,ns
sta,period_minus_slack,2.818,ns
power,vdd_drop_max,0.1160,mV
layout,syn2layout_area_growth,12.98,%
power,seqPwrFrac,47.4,%
grt,grt_max_degree,39,
job,cap_violations,0,
place,hpwlAfterDp,1.961,mm
synth,ys_warn_count,12,
route,antenna_cells,0,
critical_path,r2r_end,"sc1.slow_counter[19]$_DFF_PN1_",
synth,ys_seq_share,52.45,%
[cell usage after synthesis, types with 3 or more instances]
| library cell | n | area (um2) |
|---|---|---|
| xnor2_1 | 4 | 35.03 |
| nand3b_1 | 3 | 22.52 |
| a21oi_1 | 8 | 40.04 |
| inv_1 | 7 | 26.28 |
| o21ai_0 | 3 | 15.01 |
| clkbuf_1 | 3 | 11.26 |
| or2_2 | 3 | 18.77 |
| nor2_1 | 24 | 90.09 |
| nand4_1 | 6 | 37.54 |
| nand3_1 | 3 | 15.01 |
| nand2b_1 | 5 | 31.28 |
| nor3_1 | 9 | 45.04 |
| buf_4 | 11 | 82.58 |
| nand2_1 | 6 | 22.52 |
| or3_1 | 3 | 18.77 |
| dfrtp_1 | 26 | 650.6 |
| o31ai_1 | 3 | 22.52 |
| dfstp_2 | 12 | 315.3 |
| xor2_1 | 13 | 113.9 |
| nor4_1 | 3 | 18.77 |
[routing by layer]
layer	up-vias	track usage [%]
met3	4	2.628
met2	38	19.23
li1	622	-
met5	-	0
met1	618	22.97
met4	0	3.778
[logic make-up after synthesis]
family | count (synthesis) | synth area share [%]
XOR/XNOR | 17 | 8.084
buffers and inverters | 21 | 6.522
other | 1 | 0.2036
multiplexers | 3 | 1.766
adder cells (fa/ha/maj) | 1 | 0.6792
flip-flops | 38 | 52.45
AND-OR/OR-AND | 20 | 6.658
AND/OR/NAND/NOR | 75 | 23.64
[power by group through the flow]
stage | combinational, uW | clock (uW) | sequential (uW)
global route | 21.7 | 200 | 184
CTS | 19.0 | 192 | 184
finish | 18.6 | 185 | 183
[cells in the final DEF (no fill, tap or decap), drive strengths merged, types with 5 or more instances in the layout]
cell type,instances
dfrtp,26
nor2,24
xor2,13
dfstp,12
clkbuf,12
nor3,10
conb,9
a21oi,8
inv,7
clkdlybuf4s50,7
nand4,7
nand2,6
nor4,6
nand2b,5
[stage by stage]
step	std cells	setup WS, ns	utilization [%]	hold slack [ns]
2_1_floorplan	184	5.169	-	0.4103
3_3_place_gp	230	4.462	43.81	0.4156
3_5_place_dp	230	4.429	43.81	0.4170
4_1_cts	243	4.465	47.46	0.4291
5_1_grt	243	4.421	47.46	0.4457
6_report	243	4.482	47.46	0.4268
[worst max-delay path by stage]
stage	from	to	slack (ns)	cells after the start
4_1_cts	s1.out[13]$_DFF_PN0_	LEDR[0]	4.46	1
5_1_grt	s1.out[13]$_DFF_PN0_	LEDR[0]	4.42	1
6_report	s1.out[13]$_DFF_PN0_	LEDR[0]	4.48	1
[flip-flops by register name, indices dropped and copies added (netlist names)]
| name | cells |
|---|---|
| s1.out | 13 |
| sc1.slow_counter | 25 |
[worst reg2reg max path, cell delays in order, from the launching register on]
cell and delay, ns:
dfrtp_1 0.44, nor4_4 0.51, nand2_1 0.32, nor4_4 0.79
or3_1 0.22
[area by class of cell]
class	instances	area [um2]	area share (%)
clock buffers	12	155.1	7.456
well taps	52	65.06	3.127
clock inverters	1	5.005	0.2405
multi-input cells	125	785.8	37.76
inverters	7	26.28	1.263
flip-flops and latches	38	965.9	46.42
repair buffers	8	77.57	3.728
Power is estimated from default activity; no workload was simulated.
