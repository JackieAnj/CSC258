File: run.sh
#!/bin/bash
# OpenROAD 26Q1-2900-gdf79404cd8, Yosys 0.63+post, stock flow scripts
make -C /OpenROAD-flow-scripts/flow DESIGN_CONFIG=/design/flow/config.mk WORK_HOME=/design/flow/orfs finish
File: config.mk
export PLATFORM = sky130hd
export DESIGN_NAME = sequence_detector
export DESIGN_NICKNAME = sequence_detector
export VERILOG_FILES = /design/flow/design.v
export SDC_FILE = /design/flow/constraint.sdc
export NUM_CORES = 4
export LEC_CHECK = 1
export CORE_AREA = 10 10 70 70
export DIE_AREA = 0 0 80 80
File: constraint.sdc
current_design sequence_detector

set clk_period 1.5
set clk_io_pct 0.2

create_clock -name clk0 -period $clk_period [get_ports {KEY}]

set non_clock_inputs [all_inputs -no_clocks]
set_input_delay [expr $clk_period * $clk_io_pct] -clock clk0 $non_clock_inputs
set_output_delay [expr $clk_period * $clk_io_pct] -clock clk0 [all_outputs]
File: design.v
module sequence_detector(
    input [9:0] SW,
    input [3:0] KEY,
    output [9:0] LEDR);
    wire w, clock, reset_n, z;
    reg [2:0] y_Q, Y_D;  
    localparam A = 3'b000, B = 3'b001, C = 3'b010, D = 3'b011, E = 3'b100, F = 3'b101, G = 3'b110;
    assign w = SW[1];
    assign clock = KEY[0];
    assign reset_n = SW[0];
    assign LEDR[9] = z;
    assign LEDR[2:0] = y_Q;
    always @(*)
    begin
        case (y_Q)
            A:
                begin
                    if (!w) Y_D = A;
                    else Y_D = B;
                end
            B:
            	begin
                	if (!w) Y_D = A;
                	else Y_D = C;
            	end
            C:
            	begin
                	if (!w) Y_D = E;
                	else Y_D = D;
            	end
            D:
            	begin
                	if (!w) Y_D = E;
                	else Y_D = F;
            	end
            E:
            	begin
                	if (!w) Y_D = A;
                	else Y_D = G;
            	end
            F:
            	begin
                	if (!w) Y_D = E;
                	else Y_D = F;
            	end
            G:
            	begin
                	if (!w) Y_D = A;
                	else Y_D = C;
            	end
            default: Y_D = A;
        endcase
    end
    always @(posedge clock)
    begin
        if (reset_n == 1'b0)
            y_Q <= A;
        else
            y_Q = Y_D;
    end
    assign z = ((y_Q == F) || (y_Q == G));
endmodule
==> metrics.yaml <==
final_timing:
  hold_viol: 0
  setup_slack_ns: 0.0794
  setup_violations: 0
  fin_skew_ns: 0.00101
  final.period_utilization_pct: 94.7
  final.min_clock_period_ns: 1.42
  totalNegativeSetupSlack_ns: 0
  fmax_mhz: 704
  drv_slew: 0
  hold_slack_ns: 0.583
  rsz0062_at_grt: "no"
worst_setup_path:
  critPathLaunchType: "flop"
  critPathMaxStageDelay_ns: 0.46
  worst-path-buf-inv: 2
  cp_top_family: "buffers and inverters"
  arrival_ns: 1.12
  end_kind: "output pin"
  critPathRequiredTime_ns: 1.20
  cp_max_fo: 5
  worst-setup-path-type: "flop to output pin"
  slowest_stage: "clkdlybuf4s50_1"
  critical_path.cell_chain: "buf_4 -> clkdlybuf4s50_1"
cells_and_area:
  reg.largest.list: "y_Q x3"
  regMostFlops: "y_Q"
  largest_reg_flops: 3
  layout-area-overhead-vs-synth_pct: 64.8
  drive_above_1_share_pct: 27.8
  instances_no_fill: 82
placed_design:
  place_ws_ns: 0.0401
  place_congestion: 0.663
  portBuffers: 6
  dp_cells: 77
  dp_hpwl_um: 401
die:
  rows: 21
  fp_util_pct: 6.04
  fp.dieH_um: 80
  die_area_um2: 6400
  io_pins: 24
  die_x_um: 80
  core_area_um2: 3420
yosys:
  ys_ff: 3
  syn_area_um2: 206
  ys_seq_share_pct: 29.1
  yosysChipArea_um2: 206
  simple_gate_area_share_pct: 25.5
  ys_cells: 25
  mux_area_share_pct: 0
  ys_sh_xor_pct: 8.48
  fa_ha_area_share_pct: 0
  synth_warnings: 7
  synthCells: 25
  topCombFamilyByArea: "buffers and inverters"
  synth_area_per_cell_um2: 8.26
  compound_area_share_pct: 9.70
  synth.distinct_cells: 14
job:
  tool_warnings: 59
  cap_violations: 0
clocking:
  clk_pin_slew_ns: 0.03
  cts_tree: "built"
  cts-htree-levels: 1
  cts_buffers: 3
  clock_sinks: 3
  cts-root-buf: "clkbuf_4"
  clockBufferDepth: 2
  ctsHoldBuffers: 0
  clock_latency_ns: 0.21
global_routing:
  grt_pass1_wl_um: 828
  first_global_vias: 189
  grt_max_degree: 7
  antenna_found_initial: 0
  overflow: 0
  grtUsageTotal_pct: 1.60
detailed_routing:
  drt-total-wl_um: 485
  vias: 165
  dr.pass1.iters: 3
  antenna-diode-count: 0
  post_drt_via_cell_ratio: 2.01
  remaining_drc_errors: 0
  drt_iter0_drc: 7
  ant_nets: 0
  post_drt_wl_per_cell_um: 5.91
power_and_ir_drop:
  vdd_drop_max_mv: 0.117
  power_density_nw_per_um2: 742
  total_power_mw: 0.253
  p_leak_nw: 0.132
outcome:
  status: "finished, final reports clean"
worst_hold_path:
  hold_path_class: "flop to flop"
## synth_stat cells (all sizes together)
cell / n / area share, %
xnor2: 1 / 4.2
o21ai: 1 / 2.4
conb: 1 / 1.8
nand2b: 2 / 7.3
nor2: 4 / 7.3
buf: 7 / 25
a21boi: 1 / 3.6
o21a: 1 / 3.6
dfxtp: 3 / 29
xor2: 1 / 4.2
nand2: 1 / 1.8
nor3b: 1 / 6.1
nor2b: 1 / 3.0
## worst paths after layout
kind	startpoint	to	slack (ns)	cells after the start
worst max register to register	y_Q[0]	y_Q[2]	0.58	4
worst min-delay path	y_Q[1]	y_Q[2]	0.58	2
worst min register to register	y_Q[1]	y_Q[2]	0.58	2
worst max-delay path	y_Q[2]	LEDR[2]	0.08	2
## final cells by class
class	count	area [um2]
timing repair buffer	9	81.3
multi-input combinational	20	113
tap	46	57.6
sequential	3	62.6
fill	399	3080
clock buffer	4	26.3
## routing by layer
metal,vias up,share of wire (%),global-route usage [%]
met2,9,41,2.33
met4,0,6.0,1.23
met5,-,0,0
met1,67,41,1.52
met3,2,12,1.14
li1,87,-,-
## tightest hold or removal path: stages, from the launching register on
cell and delay (ns):
dfxtp_2 0.33, nor2_1 0.10, o21a_1 0.13
## logic make-up after synthesis
family,Yosys count
AND/OR/NAND/NOR,9
other,1
flip-flops,3
AND-OR/OR-AND,3
buffers and inverters,7
XOR/XNOR,2
## what timing repair did
item,CTS,global route
endpoints found under the hold margin,0,0
gates resized,3,0
cloned,0,0
buffers inserted,0,1
pin swaps,1,0
endpoints found under the setup margin,2,1
## placed cells by master, fill, tap and decap left out
| cell type | n |
|---|---|
| conb_1 | 6 |
| clkdlybuf4s50_1 | 5 |
| nor2_1 | 4 |
| clkbuf_4 | 3 |
| buf_4 | 3 |
| dfxtp_2 | 2 |
| nand2b_1 | 1 |
| nand2b_2 | 1 |
| a21boi_1 | 1 |
| nand2_1 | 1 |
| xnor2_1 | 1 |
| o21ai_1 | 1 |
| nor2b_1 | 1 |
| nor3b_2 | 1 |
| o21a_1 | 1 |
| xor2_1 | 1 |
| clkbuf_1 | 1 |
| dlygate4sd2_1 | 1 |
| dfxtp_1 | 1 |
## report_power, final
group	switching [mW]	total, mW	leakage, nW	internal [mW]
Sequential	0.00324	0.0883	0.0253	0.0851
Combinational	0.0140	0.0393	0.0919	0.0253
Clock	0.0265	0.125	0.0150	0.0985
## metrics by stage
step                utilization, %  area, um2
finish                        9.96        340
global placement              8.94        305
global route                  9.96        340
floorplan                        -        225
CTS                           9.74        333
detailed placement            8.94        305
Power figures rest on the tool's default switching activity, not on a simulated workload.
